### flow/config.mk
export PLATFORM = sky130hd
export DESIGN_NAME = lab3
export DESIGN_NICKNAME = lab3
export VERILOG_FILES = /design/flow/design.v
export SDC_FILE = /design/flow/constraint.sdc
export NUM_CORES = 4
export LEC_CHECK = 1
export CORE_UTILIZATION = 40
### flow/constraint.sdc
current_design lab3

set clk_period 3.9
set clk_io_pct 0.2

create_clock -name clk0 -period $clk_period [get_ports {clk}]

set non_clock_inputs [all_inputs -no_clocks]
set_input_delay [expr $clk_period * $clk_io_pct] -clock clk0 $non_clock_inputs
set_output_delay [expr $clk_period * $clk_io_pct] -clock clk0 [all_outputs]
### flow/design.v
`timescale 1ns / 1ps
module lab3(
  input  clk,             
  input  reset_n,         
  input  [3:0] usr_btn,   
  output [3:0] usr_led    
);
reg signed [3:0] counter;
reg [19:0] d0counter;
reg [19:0] d1counter;
reg [19:0] d2counter;
reg [19:0] d3counter;
reg keep_push0;
reg keep_push1;
reg keep_push2;
reg keep_push3;
reg PMW_on;
reg [2:0] PMW_state;
reg [29:0] PMW_counter;
assign usr_led=(PMW_on)? counter : 0;
always@(posedge clk)
begin
  if(!reset_n)
    begin
      counter<=4'b0;
      d0counter<=20'd0;
      d1counter<=20'd0;
      d2counter<=20'd0;
      d3counter<=20'd0;
      keep_push0<=1'b0;
      keep_push1<=1'b0;
      keep_push2<=1'b0;
      keep_push3<=1'b0;
      PMW_on<=1'b1;
      PMW_state<=3'd4;
      PMW_counter<=30'd0;
    end
  else
    begin
      if(usr_btn[0]==1)
        begin
          d0counter<=d0counter+1;
          if(d0counter>=20'd500_000)
          begin
          if(!keep_push0)
            begin
              if(counter!=4'b1000)
                begin
                counter<=counter-1;
                end
              else
                begin
                counter<=counter;
                end
              d0counter<=20'd0;
              keep_push0<=1'b1;
            end
          end
      end
      else
      begin
        keep_push0<=1'b0;
      end
      if(usr_btn[1]==1)
        begin
          d1counter<=d1counter+1;
          if(d1counter>=20'd500_000)
          begin
            if(!keep_push1)
            begin
              if(counter!=4'b0111)
                begin
                counter<=counter+1;
                end
              else
                begin
                counter<=counter;
                end
              d1counter<=20'd0;
              keep_push1<=1'b1;
            end
          end 
        end
      else
        begin
          keep_push1<=1'b0;
        end
      if(usr_btn[2]==1)
        begin
          d2counter<=d2counter+1;
            if(d2counter>=20'd500_000)
              begin
                if(!keep_push2)
                  begin
                    if(PMW_state!=3'b0)
                      begin
                        PMW_state<=PMW_state-1;
                      end
                    else
                      begin
                        PMW_state<=PMW_state;
                      end
                    d2counter<=20'd0;
                    keep_push2<=1'b1;
                  end
              end 
        end
      else
        begin
          keep_push2<=1'b0;
        end
     if(usr_btn[3]==1)
       begin
         d3counter<=d3counter+1;
           if(d3counter>=20'd500_000)
             begin
               if(!keep_push3)
                 begin
                   if(PMW_state!=3'd4)
                     begin
                       PMW_state<=PMW_state+1;
                     end
                   else
                     begin
                       PMW_state<=PMW_state;
                     end
                   d3counter<=20'd0;
                   keep_push3<=1'b1;
                 end
             end 
       end
     else
       begin
         keep_push3<=1'b0;
       end
     if(PMW_state==0)
     begin
       if(PMW_counter!=30'd1000000)
         begin
           PMW_counter<=PMW_counter+1;
           if(PMW_counter>=30'd50000)
             begin
               PMW_on<=0;
             end
           else
             begin
               PMW_on<=1;
             end  
         end
       else
         begin
           PMW_counter<=30'd0;
           PMW_on<=0;
         end  
     end
     if(PMW_state==1)
          begin
            if(PMW_counter!=30'd1000000)
              begin
                PMW_counter<=PMW_counter+1;
                if(PMW_counter>=30'd250000)
                  begin
                    PMW_on<=0;
                  end
                else
                  begin
                    PMW_on<=1;
                  end  
              end
            else
              begin
                PMW_counter<=30'd0;
                PMW_on<=0;
              end  
          end
     if(PMW_state==2)
               begin
                 if(PMW_counter!=30'd1000000)
                   begin
                     PMW_counter<=PMW_counter+1;
                     if(PMW_counter>=30'd500000)
                       begin
                         PMW_on<=0;
                       end
                     else
                       begin
                         PMW_on<=1;
                       end  
                   end
                 else
                   begin
                     PMW_counter<=30'd0;
                     PMW_on<=0;
                   end  
               end  
     if(PMW_state==3)
                    begin
                      if(PMW_counter!=30'd1000000)
                        begin
                          PMW_counter<=PMW_counter+1;
                          if(PMW_counter>=30'd750000)
                            begin
                              PMW_on<=0;
                            end
                          else
                            begin
                              PMW_on<=1;
                            end  
                        end
                      else
                        begin
                          PMW_counter<=30'd0;
                          PMW_on<=0;
                        end  
                    end    
     if(PMW_state==4)
     begin
         if(PMW_counter!=30'd1000000)
         begin
           PMW_counter<=PMW_counter+1;
           PMW_on<=1;
          end  
        else
         begin
           PMW_counter<=30'd0;
           PMW_on<=1;
          end  
     end             
    end   
end
endmodule
### flow/run.sh
#!/bin/bash
# OpenROAD 26Q1-2900-gdf79404cd8, Yosys 0.63+post, stock flow scripts
make -C /OpenROAD-flow-scripts/flow DESIGN_CONFIG=/design/flow/config.mk WORK_HOME=/design/flow/orfs finish
==> CHANGELOG.md <==
### Metrics

* Worst-case clock buffer depth at 2
* Final Cell Area at 6890 sq um
* Cts bufs inserted at 17
* Critical path arrival at 3020 ps
* Wire per inst at 12.1 um
* Residual DRC count at 0
* DP Area at 6220 sq um
* HP Start: keep_push3
* Time the worst path needs with I/O delays and setup at 2750 ps
* Outcome: finished, final reports clean
* Io pins at 10
* Yosys Instances at 729
* CP Cell Sequence: clkdlybuf4s50_1 > inv_1 > a2111oi_0 > nand2b_1 > nor2_1
* Unique cell types at 51
* Total track usage at 16.3%
* Die width at 124 um
* Yosys Chip Area at 5970 sq um
* Synth async-reset ratio at 0%
* CTS root buffer: clkbuf_16
* WP data required at 4160 ps
* Iteration-0 DRC count of the detailed router at 241
* Total core area at 14500 sq um
* Initial core utilization at 41.0%
* TNS Setup at 0 ps
* ANT cells at 0
* CTS tree: yes
* Final Hold Viols at 0
* Total wire length at 11300 um
* Site Rows at 44
* Synth Warn # at 1
* Clk slew on worst S/H paths at 50 ps
* Worst VDD drop at 0.000325 V
* H-tree levels at 4
* Post-CTS sizing at 0
* Most numerous logic cells after layout: nor2_1, dfxtp_1, nand2_1
* Most numerous logic cell after layout: nor2_1
* Slowest cell on the critical path: a2111oi_0
* DR vias at 4700
* Max transition margin at 42.4%
* Fmax at 363 MHz
* Dpl hpwl at 7600 um
* Max-cap violations at 0
* Die Size at 15400 sq um
* Worst Tran Pin Value at 857 ps
* Critical path endpoint category: register
* Cell Pwr Density at 448 nW/um^2
* Synth Flop Type: dfxtp_1
* Crit start category: input pin
* Final count of negative-setup-slack endpoints at 0
* Postcts setup bufs at 0
* Synthesis-to-layout area growth at 15.4%
* Latency at later pin at 410 ps
* Crit Path Max Fanout at 19
* Via/cell ratio at 5.03
* First-pass GRT wire length at 19900 um
* Mapped cell area at 5970 sq um
* Flops out of synthesis at 122
* OpenROAD warnings at 39
* Fraction of layout cells with a size suffix above 1 at 5.87%
* RSZ-0062 raised after global routing: false
* Number of synthesized flops with an enable pin at 0
* Seq share, synth at 40.9%
* Clock skew at 7.58 ps
* Pin count of the biggest net entering global routing at 30
* Final slew viol count at 0
* Total grt overflow at 0
* Pre-antenna DRT Iters at 5
* Crit path launch: usr_btn[2]
* Antenna viol nets, final at 0
* Reg2reg start: PMW_state[0]
* Die Ht at 124 um
* Vias in the first global route at 4395
* CP Class: in -> reg
* Hold Path Class: reg -> reg
* Pleak at 2.50 nW
* Critical Path Max Stage Delay at 720 ps
* Syn Inst Count at 729
* Pre-CTS setup slack at 751 ps
* Hold-fix buffers, CTS at 0
* Syn_area_per_cell at 8.18 sq um
* CTS Sinks at 122
* Cycle use final at 70.6%
* Port Buf Inserts at 9
* Initial antenna violation count at 0
* GPL Wtd Cong at 0.863
* Final WS setup at 1150 ps
-- Yosys cell counts, drive strengths merged (8+ instances only) --
| master | instances | area, sq um |
|---|---|---|
| nor2 | 147 | 557 |
| dfxtp | 122 | 2440 |
| nand2 | 73 | 274 |
| xor2 | 62 | 543 |
| xnor2 | 40 | 350 |
| nand3 | 34 | 170 |
| nand4 | 34 | 225 |
| inv | 30 | 113 |
| a21oi | 20 | 100 |
| clkbuf | 18 | 67.6 |
| ha | 18 | 225 |
| nor3 | 17 | 85.1 |
| o21ai | 14 | 70.1 |
| and3 | 12 | 75.1 |
| or3 | 8 | 50.1 |
-- cell families after synthesis --
logic type | share of synthesized area [%]
AOI/OAI and AO/OA | 7.32
and+or+nand+nor | 29.2
muxes | 0.336
adders and majority gates | 3.78
DFF | 40.9
xor gates and xnor gates | 15.0
buffers and inverters | 3.44
-- path summary, 6_finish.rpt --
kind / end / slack (ps) / cells past startpoint
min reg2reg: keep_push3 / 470 / 2
max: d2counter[7] / 1150 / 5
max reg2reg: PMW_counter[27] / 1430 / 8
min: keep_push3 / 470 / 2
-- layout make-up --
| class | count | area [sq um] |
|---|---|---|
| fillers | 1283 | 7650 |
| multi-input cells | 554 | 3320 |
| flip-flops and latches | 122 | 2440 |
| clock buffers | 19 | 443 |
| well taps | 184 | 230 |
| clock inverters | 13 | 223 |
| repair buffers | 12 | 113 |
| inverters | 30 | 113 |
-- critical path, delay by kind of cell --
kind | cells | cell delay (ps)
AOI/OAI and AO/OA | 1 | 720
buffers and inverters | 2 | 720
and+or+nand+nor | 2 | 790
-- flip-flops by register name (all words and copies together) (netlist names) --
| name | cells |
|---|---|
| PMW_counter | 30 |
| PMW_on | 1 |
| PMW_state | 3 |
| counter | 4 |
| d0counter | 20 |
| d1counter | 20 |
| d2counter | 20 |
| d3counter | 20 |
| keep_push0 | 1 |
| keep_push1 | 1 |
| keep_push2 | 1 |
| keep_push3 | 1 |
-- report_power, final --
part	total (mW)	switching, mW	leakage, nW	internal [mW]
logic	0.0670	0.0424	1.20	0.0246
registers	1.27	0.0125	0.984	1.26
clock network	1.75	0.538	0.319	1.21
-- metal layers --
| metal | track usage (%) | up-vias | wire length (um) |
|---|---|---|---|
| li1 | - | 2490 | - |
| met2 | 23.7 | 49 | 4740 |
| met1 | 25.8 | 2157 | 6100 |
| met5 | 0 | - | 0 |
| met3 | 3.55 | 4 | 382 |
| met4 | 2.08 | 0 | 56 |
-- through the flow --
step / cells / utilization, % / hold slack, ps / total power [mW]
3_3_place_gp: 902 / 42.8 / 456 / 1.36
6_report: 934 / 47.4 / 468 / 3.08
2_1_floorplan: 729 / - / 442 / 1.35
5_1_grt: 934 / 47.4 / 512 / 3.19
4_1_cts: 934 / 47.4 / 470 / 3.13
3_5_place_dp: 902 / 42.8 / 461 / 1.36
Power figures rest on the tool's default switching activity, not on a simulated workload.
