==> /design/flow/design.v <==
`timescale 1ns / 1ps
module mmult(
  input  clk,                  
  input  reset_n,              
  input  enable,               
  input  [0:9*8-1] A_mat,      
  input  [0:9*8-1] B_mat,      
  output  valid,                
  output reg [0:9*17-1] C_mat  
);
reg [7:0] A00,A01,A02,A10,A11,A12,A20,A21,A22,B00,B01,B02,B10,B11,B12,B20,B21,B22;
reg [1:0] counter;
reg valid;
always@(posedge clk)
begin
  if(!reset_n)
  begin
    counter<=2'd0;
    C_mat<=153'd0;
    valid<=1'd0;
    A00=A_mat[0:7];
    A01=A_mat[8:15];
    A02=A_mat[16:23];
    A10=A_mat[24:31];
    A11=A_mat[32:39];
    A12=A_mat[40:47];
    A20=A_mat[48:55];
    A21=A_mat[56:63];
    A22=A_mat[64:71];
    B00=B_mat[0:7];
    B01=B_mat[8:15];
    B02=B_mat[16:23];
    B10=B_mat[24:31];
    B11=B_mat[32:39];
    B12=B_mat[40:47];
    B20=B_mat[48:55];
    B21=B_mat[56:63];
    B22=B_mat[64:71];         
   end
   else
   begin
    if(enable)
    begin
      if(counter==2'd0)
      begin
        C_mat[0:16]=A00*B00+A01*B10+A02*B20;
        C_mat[51:67]=A10*B00+A11*B10+A12*B20;  
        C_mat[102:118]=A20*B00+A21*B10+A22*B20;
        counter=counter+1; 
      end
      else if(counter==2'd1)
      begin
        C_mat[17:33]=A00*B01+A01*B11+A02*B21;
        C_mat[68:84]=A10*B01+A11*B11+A12*B21;  
        C_mat[119:135]=A20*B01+A21*B11+A22*B21;
        counter=counter+1; 
      end
      else if(counter==2'd2)
      begin
        C_mat[34:50]=A00*B02+A01*B12+A02*B22;
        C_mat[85:101]=A10*B02+A11*B12+A12*B22;  
        C_mat[136:152]=A20*B02+A21*B12+A22*B22;
        counter=counter+1; 
        valid<=1'd1;
      end
      else 
      begin
        C_mat=C_mat;
      end
   end  
  end
end
endmodule
==> /design/flow/run.sh <==
#!/bin/bash
# OpenROAD 26Q1-2900-gdf79404cd8, Yosys 0.63+post, stock flow scripts
make -C /OpenROAD-flow-scripts/flow DESIGN_CONFIG=/design/flow/config.mk WORK_HOME=/design/flow/orfs finish
==> /design/flow/config.mk <==
export PLATFORM = sky130hd
export DESIGN_NAME = mmult
export DESIGN_NICKNAME = mmult
export VERILOG_FILES = /design/flow/design.v
export SDC_FILE = /design/flow/constraint.sdc
export NUM_CORES = 4
export LEC_CHECK = 1
export CORE_UTILIZATION = 40
==> /design/flow/constraint.sdc <==
current_design mmult

set clk_period 13.9
set clk_io_pct 0.2

create_clock -name clk0 -period $clk_period [get_ports {clk}]

set non_clock_inputs [all_inputs -no_clocks]
set_input_delay [expr $clk_period * $clk_io_pct] -clock clk0 $non_clock_inputs
set_output_delay [expr $clk_period * $clk_io_pct] -clock clk0 [all_outputs]
==> flow_summary.yaml <==
# physical design summary
global_route:
  antenna_found_initial: 8
  grtUsageTotal: 0.2544
  grt_pass1_wl_mm: 322.0
  overflow: 0
  grt_max_degree: 61
  grt_pass1_vias: 54121
run_status:
  outcome: "finished, final reports clean"
worst_setup_path:
  r2r_setup_slack_ps: 7070
  cp_cell_sequence: "and2_1, fa_1, inv_1, fa_1, fa_1, inv_1, fa_1, fa_1, fa_1, inv_1, fa_1, inv_1, ha_1, o21ai_1, o21bai_1, a31oi_1, o21ai_1, a221o_1, nor4b_2, a2111oi_2"
  critPathMostFrequentCell: "fa_1"
  crit_path_top_delay_cell: "edfxtp_1"
  required_ps: 14430
  reg2reg_from: "B00[0]"
  critical_path_class: "flop to flop"
  max_stage_delay_ps: 730
  crit_fanout: 24
  end_kind: "flop"
  start_kind: "flop"
  r2r_cells: 20
  cp.arrival_ps: 7360
  cp-startpoint: "B00[0]"
timing:
  fmax_mhz: 146.5
  finalClockPeriodUsage: 0.4912
  holdWs_ps: 447.2
  grt_setup_unrepaired: "false"
  slew_headroom: 0.4253
  slew_viol_final: 0
  finalHoldViolCount: 0
  tightest_slew_ps: 862.1
  setup_viol: 0
  min_period_ps: 6828
  tns_ps: 0
  skew_ps: 45.34
placement:
  hpwl_mm: 154.4
  portBuffers: 300
  place.gp.congestion: 0.9346
clocking:
  cts_root_buffer: "clkbuf_16"
  clock_sinks: 300
  cts_setup_buffers: 0
  cts_buffers: 45
  cts_buffer_depth: 3
  ctsResizeCount: 0
  clkTransAtPathRegs_ps: 70
  cts_tree: "built"
  ctsHoldBuffers: 0
  clk_latency_ps: 680
  htreeDepth: 2
route:
  maxUsedRoutingLayer: "met5"
  drc: 0
  met1_length_mm: 75.56
  routed_wl_mm: 206.1
  wl_per_cell_um: 20.08
  wl_met3_mm: 23.95
  viasPerCell: 4.846
  drt_iter0_markers: 1876
  dr.pass1.iters: 30
  vias: 49739
  drtAntennaViolNets: 0
  wl_met2_mm: 99.17
synthesis:
  syn_inst: 7727
  synth_flops: 300
  ys_area_um2: 71160
  synth_seq_share: 0.1046
  async_flop_share: 0
  area_leaders: "fa_1 (41%), ha_1 (15%), inv_1 (11%)"
  ys_cells: 7727
  edf_count: 144
  synth-main-ff-cell: "dfxtp_1"
  syn_area_per_cell_um2: 9.210
  yosysTopAreaCell: "fa_1"
  netlist_area_um2: 71160
  synthDistinctLibCells: 64
  synth.most_common_cell: "inv_1"
  synth.top_cell.area_share: 0.4051
  ys_warn_count: 1
  top_cells_by_count: "inv_1 (2071), fa_1 (1440), and2_1 (1135)"
min_path:
  hp-start: "C_mat[145]"
  min_path_cells: 2
  holdCritPathClass: "flop to flop"
floorplan:
  num_rows: 154
  initCoreUtil: 0.4032
  io-pin-count: 301
  floorplan.die.height_um: 423.8
  coreArea_um2: 176500
  die_x_um: 423.8
  die_area_um2: 179600
finish:
  syn_to_final_growth_pct: 10.23
  layout-drive-gt1-share: 0.03181
flow_run:
  drv_cap: 0
  tool_warnings: 46
[worst paths after layout]
| path | to |
|---|---|
| hold / removal | C_mat[145] |
| setup / recovery | C_mat[51] |
| hold reg to reg | C_mat[145] |
| setup reg to reg | C_mat[51] |
[sequential cells by signal, summed over array words and instances, names as in the netlist]
| signal | flops |
|---|---|
| B01 | 8 |
| A01 | 8 |
| B22 | 8 |
| A02 | 8 |
| A11 | 8 |
| B02 | 8 |
| B21 | 8 |
| B11 | 8 |
| B12 | 8 |
| valid | 1 |
| B20 | 8 |
| A21 | 8 |
| A12 | 8 |
| A20 | 8 |
| A10 | 8 |
| B00 | 8 |
| C_mat | 153 |
| A00 | 8 |
| counter | 2 |
| A22 | 8 |
| B10 | 8 |
[through the flow]
step / setup WS [ps] / utilization / area (µm²) / std cells
after floorplan: 5698 / - / 71160 / 7727
after global placement: 7013 / 0.4362 / 76990 / 10179
after detailed placement: 7087 / 0.4362 / 76990 / 10179
after CTS: 7076 / 0.4444 / 78440 / 10262
after global routing: 6696 / 0.4444 / 78440 / 10262
final: 7072 / 0.4445 / 78450 / 10264
[cells in the final DEF (no fill, tap or decap), types with 5 or more instances in the layout]
cell type        instances
inv_1                 2070
fa_1                  1440
and2_1                1133
ha_1                   877
nand2_1                794
clkdlybuf4s50_1        299
a21oi_1                163
buf_4                  157
dfxtp_1                156
edfxtp_1               144
xnor2_1                 77
nor2_1                  75
o21ai_0                 73
nand3_1                 58
clkbuf_16               48
a21o_1                  31
nor3_1                  25
or3_1                   23
a211oi_1                23
nor2b_1                 20
o21a_1                  16
xor2_1                  15
and3_1                  15
nand3b_1                14
o21bai_1                13
a31oi_1                 12
nand4b_1                11
o211ai_1                11
nand2b_1                 9
clkbuf_1                 8
nand4_1                  7
clkinv_4                 7
o21ai_1                  6
a311oi_1                 6
inv_6                    6
a21boi_0                 5
o31ai_1                  5
clkinv_2                 5
[cell type report]
type | instances | area (µm²)
multi-input cells | 5012 | 54660
inverters | 2071 | 7781
well taps | 2340 | 2928
clock buffers | 60 | 1286
diodes | 2 | 5.005
flip-flops and latches | 300 | 7447
fillers | 16824 | 98050
repair buffers | 456 | 4172
clock inverters | 23 | 170.2
[worst max-delay path: cells and delay by family, from the launching register on]
family	cells	cell delay, ps
buffers and inverters	4	210
and+or+nand+nor	2	600
AOI/OAI and AO/OA	6	1220
adders and majority gates	8	3930
DFF	1	730
[routing by layer]
layer | GRT usage | up-vias
li1 | - | 22919
met1 | 0.3186 | 24855
met2 | 0.4004 | 1595
met3 | 0.1251 | 366
met4 | 0.06805 | 4
met5 | 0.0005376 | -
[cells by family (layout without fill, tap and decap cells)]
family | after synthesis | in the layout | share of synthesized area
AND/OR/NAND/NOR | 2204 | 2204 | 0.1627
other | 0 | 2 | 0
buffers and inverters | 2415 | 2610 | 0.1274
multiplexers | 5 | 5 | 0.0007560
flip-flops | 300 | 300 | 0.1046
AND-OR/OR-AND | 394 | 394 | 0.03385
adder cells (fa/ha/maj) | 2317 | 2317 | 0.5593
XOR/XNOR | 92 | 92 | 0.01132
