`design.v`:
```
`timescale 1ns / 1ps
module md5(
      input clk,
      input reset_n,
      input [63:0] password,
	  output [127:0] passwd_hash
      );
reg [127:0] passwd_hash;
reg [23:0] init_counter;
reg divide_done;
reg f_g_done;
reg loop_done;
reg hash_done;
reg [31:0] w [0:15];
reg [6:0] i;
reg [31:0] h0 = 32'h67452301;
reg [31:0] h1 = 32'hefcdab89;
reg [31:0] h2 = 32'h98badcfe;
reg [31:0] h3 = 32'h10325476;
reg [31:0] a,b,c,d,f,g;
reg [31:0] r [0:63];
reg [31:0] k [0:63];
localparam [2:0] S_MAIN_INIT = 0, S_MAIN_DIVIDE = 1,
                 S_MAIN_LOOP1 = 2, S_MAIN_LOOP2 = 3,S_MAIN_HASH=4,S_MAIN_ANS=5;
reg [2:0] P, P_next;
initial begin 
              { r[0],r[1],r[2],r[3],r[4],r[5],r[6],r[7],r[8],r[9],r[10],r[11],r[12],r[13],r[14],r[15],
                r[16],r[17],r[18],r[19],r[20],r[21],r[22],r[23],r[24],r[25],r[26],r[27],r[28],r[29],r[30],r[31],
                r[32],r[33],r[34],r[35],r[36],r[37],r[38],r[39],r[40],r[41],r[42],r[43],r[44],r[45],r[46],r[47],
                r[48],r[49],r[50],r[51],r[52],r[53],r[54],r[55],r[56],r[57],r[58],r[59],r[60],r[61],r[62],r[63]}
            <={ 7, 12, 17, 22, 7, 12, 17, 22, 7, 12, 17, 22, 7, 12, 17, 22,
                5,  9, 14, 20, 5,  9, 14, 20, 5,  9, 14, 20, 5,  9, 14, 20,
                4, 11, 16, 23, 4, 11, 16, 23, 4, 11, 16, 23, 4, 11, 16, 23,
                6, 10, 15, 21, 6, 10, 15, 21, 6, 10, 15, 21, 6, 10, 15, 21};
              { k[0],k[1],k[2],k[3],k[4],k[5],k[6],k[7],k[8],k[9],k[10],k[11],k[12],k[13],k[14],k[15],
                k[16],k[17],k[18],k[19],k[20],k[21],k[22],k[23],k[24],k[25],k[26],k[27],k[28],k[29],k[30],k[31],
                k[32],k[33],k[34],k[35],k[36],k[37],k[38],k[39],k[40],k[41],k[42],k[43],k[44],k[45],k[46],k[47],
                k[48],k[49],k[50],k[51],k[52],k[53],k[54],k[55],k[56],k[57],k[58],k[59],k[60],k[61],k[62],k[63]}
             <= { 32'hd76aa478, 32'he8c7b756, 32'h242070db, 32'hc1bdceee,
                  32'hf57c0faf, 32'h4787c62a, 32'ha8304613, 32'hfd469501,
                  32'h698098d8, 32'h8b44f7af, 32'hffff5bb1, 32'h895cd7be,
                  32'h6b901122, 32'hfd987193, 32'ha679438e, 32'h49b40821,
                  32'hf61e2562, 32'hc040b340, 32'h265e5a51, 32'he9b6c7aa,
                  32'hd62f105d, 32'h02441453, 32'hd8a1e681, 32'he7d3fbc8,
                  32'h21e1cde6, 32'hc33707d6, 32'hf4d50d87, 32'h455a14ed,
                  32'ha9e3e905, 32'hfcefa3f8, 32'h676f02d9, 32'h8d2a4c8a,
                  32'hfffa3942, 32'h8771f681, 32'h6d9d6122, 32'hfde5380c,
                  32'ha4beea44, 32'h4bdecfa9, 32'hf6bb4b60, 32'hbebfbc70,
                  32'h289b7ec6, 32'heaa127fa, 32'hd4ef3085, 32'h04881d05,
                  32'hd9d4d039, 32'he6db99e5, 32'h1fa27cf8, 32'hc4ac5665,
                  32'hf4292244, 32'h432aff97, 32'hab9423a7, 32'hfc93a039,
                  32'h655b59c3, 32'h8f0ccc92, 32'hffeff47d, 32'h85845dd1,
                  32'h6fa87e4f, 32'hfe2ce6e0, 32'ha3014314, 32'h4e0811a1,
                  32'hf7537e82, 32'hbd3af235, 32'h2ad7d2bb, 32'heb86d391 };
end
always @(posedge clk) begin
  if (~reset_n) P <= S_MAIN_INIT;
  else P <= P_next;
end
always @(posedge clk) begin
  if (P == S_MAIN_INIT) init_counter <= init_counter + 1;
  else init_counter <= 0;
end
always @(*) begin  
  case (P)
    S_MAIN_INIT:
      if (init_counter < 1000) P_next = S_MAIN_INIT;
	  else P_next = S_MAIN_DIVIDE;
    S_MAIN_DIVIDE:
       P_next<=S_MAIN_LOOP1;
    S_MAIN_LOOP1:
      P_next<=S_MAIN_LOOP2;
    S_MAIN_LOOP2:
	  if(i==7'd63) P_next<=S_MAIN_HASH;
	  else P_next<=S_MAIN_LOOP1;
    S_MAIN_HASH:
      P_next<=S_MAIN_ANS;
    S_MAIN_ANS:
      P_next<=S_MAIN_ANS;
  endcase
end
always @(posedge clk) begin
  if (~reset_n) begin
    {w[0],w[1],w[2],w[3],w[4],w[5],w[6],w[7],
     w[8],w[9],w[10],w[11],w[12],w[13],w[14],w[15] }    
    <= {32'd0,32'd0,32'h00000080,32'd0,32'd0,32'd0,32'd0,32'd0,
        32'd0,32'd0,32'd0,32'd0,32'd0,32'd0,32'h00000040,32'd0};
  end
  else if(P==S_MAIN_DIVIDE) begin
   w[0][31:24]<=password[39:32];
   w[0][23:16]<=password[47:40];
   w[0][15:8]<=password[55:48];
   w[0][7:0]<=password[63:56];
   w[1][31:24]<=password[7:0];
   w[1][23:16]<=password[15:8];
   w[1][15:8]<=password[23:16];
   w[1][7:0]<=password[31:24];
  end
  else begin
    w[0]<=w[0];
  end
end
always @(posedge clk) begin
  if (~reset_n) begin
    i<=7'd0;
  end
  else begin
    if(P==S_MAIN_LOOP2) i<=i+1;
    else i<=i;
  end
end
always @(posedge clk) begin
  if (~reset_n) begin
    f<=32'd0;
    g<=32'd0;
  end
  else if(P==S_MAIN_LOOP1) begin
    if(i<16) begin
      f <= (b & c) | ((~b) & d);
      g <= i;
    end
    else if(i<32) begin
      f <= (d & b) | ((~d) & c);
      g <= (5*i + 1) %16;
    end
    else if(i<48) begin
      f <= b ^ c ^ d;
      g <= (3*i + 5) %16;
    end
    else begin
      f <= c ^ (b | (~d));
      g <= (7*i) %16;
    end
  end
  else begin
    f<=f;
    g<=g;
  end
end
always @(posedge clk) begin
  if (~reset_n) begin
    a<=h0;
    b<=h1;
    c<=h2;
    d<=h3;
  end
  else if(P==S_MAIN_LOOP2) begin
    d <= c;
    c <= b;
    b <= b +(((a + f + k[i] + w[g])<<(r[i])) | ((a + f + k[i] + w[g])>>(32-r[i]))) ;
    a <= d;
  end
  else begin
    a<=a;
    b<=b;
    c<=c;
    d<=d;
  end
end
always @(posedge clk) begin
  if (~reset_n) begin
    h0 <= 32'h67452301;
    h1 <= 32'hefcdab89;
    h2 <= 32'h98badcfe;
    h3 <= 32'h10325476;
    hash_done<=1'b0;
  end
  else if(P==S_MAIN_HASH) begin
    h0 <= h0+a;
    h1 <= h1+b;
    h2 <= h2+c;
    h3 <= h3+d;
    hash_done<=1'b1;
  end
  else begin
    h0 <= h0;
    h1 <= h1;
    h2 <= h2;
    h3 <= h3;
  end
end
always @(posedge clk) begin
  if (~reset_n) begin
    passwd_hash<={128{1'b0}};
  end
  else if (P==S_MAIN_ANS) begin
    passwd_hash[127:120]<=h0[7:0];
	passwd_hash[119:112]<=h0[15:8];
	passwd_hash[111:104]<=h0[23:16];
	passwd_hash[103:96]<=h0[31:24];
    passwd_hash[95:88]<=h1[7:0];
	passwd_hash[87:80]<=h1[15:8];
	passwd_hash[79:72]<=h1[23:16];
	passwd_hash[71:64]<=h1[31:24];
	passwd_hash[63:56]<=h2[7:0];
	passwd_hash[55:48]<=h2[15:8];
	passwd_hash[47:40]<=h2[23:16];
	passwd_hash[39:32]<=h2[31:24];
	passwd_hash[31:24]<=h3[7:0];
	passwd_hash[23:16]<=h3[15:8];
	passwd_hash[15:8]<=h3[23:16];
	passwd_hash[7:0]<=h3[31:24];
  end
  else begin
    passwd_hash<=passwd_hash;
  end
end
endmodule
```
`run.sh`:
```
#!/bin/bash
# OpenROAD 26Q1-2900-gdf79404cd8, Yosys 0.63+post, stock flow scripts
make -C /OpenROAD-flow-scripts/flow DESIGN_CONFIG=/design/flow/config.mk WORK_HOME=/design/flow/orfs finish
```
`config.mk`:
```
export PLATFORM = sky130hd
export DESIGN_NAME = md5
export DESIGN_NICKNAME = md5
export VERILOG_FILES = /design/flow/design.v
export SDC_FILE = /design/flow/constraint.sdc
export NUM_CORES = 4
export LEC_CHECK = 1
export CORE_UTILIZATION = 50
```
`constraint.sdc`:
```
current_design md5

set clk_period 39.5
set clk_io_pct 0.2

create_clock -name clk0 -period $clk_period [get_ports {clk}]

set non_clock_inputs [all_inputs -no_clocks]
set_input_delay [expr $clk_period * $clk_io_pct] -clock clk0 $non_clock_inputs
set_output_delay [expr $clk_period * $clk_io_pct] -clock clk0 [all_outputs]
```
==> out/results.ini <==
[clock_network]
cts_hold_buf=0
cts_tree=built
cts_buffer_depth=3
ctsResizeCount=0
cts_setup_buffers=0
clockRootBuffer=clkbuf_16
cts.clk_slew.worst_paths_ps=60
cts_buffers=66
htreeDepth=3
worstSkewPairLatency_ps=640

[timing]
untimed_endpoints=3
max_freq_mhz=92.8
unclocked_pins=3
rsz0062_at_grt=false
min_period_ps=10770
setup_viol=0
hold_viol_final=0
finalMaxSlewViolations=0
fin_skew_ps=34.4
fin_ws_ps=28730
worst-slew-pin-transition_ps=898
period_used_share=0.273
whs_ps=451
totalNegativeSetupSlack_ps=0
relSlewSlack=0.401

[flow_run]
warning_count=40
max_cap_viol_count=0

[route]
vias=37779
wl_per_cell_um=22.9
drt-initial-drc-count=3279
drtPass1Iterations=5
viasPerCell=6.08
n_antenna_cell=0
antenna_left=0
remaining_drc_errors=0
wl_um=142000

[placed_design]
placed_cell_area_um2=43200
dp_hpwl_um=102000
place.port_buffers=193
gp_congestion=1.01
dp_cells=6089
pre_cts_ws_ps=28290

[critical_path]
cp_top_family=buffers and inverters
crit_chain=clkbuf_8 > nand2b_1 > buf_4 > clkinv_1 > buf_4 > nor2_1 > o21ai_0 > a211o_1 > o221ai_1
crit_slowest_cell=clkinv_1
cpPeakStageDelay_ps=730
end_kind=register
crit_type=in -> reg
required_ps=40020
cp_max_fo=52
path_buffers=4
crit_arrival_ps=11290
worst_setup_path_start_kind=primary input
cp_common_cell=buf_4

[power_and_ir_drop]
pwr-share-clk=0.375
ir_worst_vdd_mv=0.0362
sw_frac_of_total=0.322
power_density_nw_per_um2=37.7
pwr-share-comb=0.231
leakage_nw=17.2
power.internal_mw=1.16
p_total_mw=1.71
p_sw_uw=552
seqPwrFrac=0.394

[logic_synthesis]
syn_inst=5083
ys_area_um2=40500
syn_area_um2=40500
ys_ff=558
synth_area_per_cell_um2=7.97
synthArstFlopShare=0
yosys_cells=5083
ys_types=100
synth-edff-count=128
yosysWarnings=2
ys.flop_type=dfxtp_1

[floorplan]
core_um2=80400
chipArea_um2=82200
ios=194
fp-row-count=104
dieWidth_um=287
fp_util=0.504
die_h_um=287

[finish]
area_growth_pct=12.2
final_cell_mix=888 x nand2_1, 600 x a21oi_1, 424 x dfxtp_1
fillers=7411
fin_cells=6210
design_area_um2=45500
lay_top_count=nand2_1
final_util=0.566
drive_gt1_frac=0.0775

[grt]
grt_pass1_wl_um=215000
grt_use_total=0.356
grt_max_degree=88
grt_pass1_vias=35136
grt_antenna_before_repair=3
overflow=0

[worst_hold_path]
hp-class=reg -> reg

[outcome]
status=finished, final reports clean

[layer usage]
metal / track usage / vias up / part of all wire / wire [µm]
li1: - / 18319 / - / -
met1: 0.520 / 17830 / 0.43 / 61200
met2: 0.520 / 1384 / 0.44 / 62000
met3: 0.115 / 242 / 0.098 / 13900
met4: 0.104 / 4 / 0.035 / 5020
met5: 0.00581 / - / 0.00056 / 79
[cell usage after synthesis (12+ instances only)]
cell type,instances,share of area
o31ai_1,24,0.0044
clkbuf_1,267,0.025
nand4_1,34,0.0052
a211oi_1,71,0.013
buf_1,25,0.0023
inv_1,230,0.021
xnor2_1,113,0.024
mux2_2,135,0.038
o311ai_0,15,0.0032
a31oi_1,32,0.0049
nand3b_1,13,0.0024
a21o_1,100,0.019
edfxtp_1,128,0.095
nand2b_1,89,0.014
fa_1,69,0.034
or2_2,16,0.0025
and2_1,23,0.0036
o211ai_1,128,0.024
dfxtp_1,427,0.21
a21oi_1,600,0.074
a22oi_1,70,0.013
a22o_1,32,0.0069
nand2_1,888,0.082
ha_1,212,0.065
nor4_1,12,0.0019
xor2_1,70,0.015
a211o_1,13,0.0028
o21ai_0,278,0.034
o21bai_1,25,0.0046
nor2_1,271,0.025
o221ai_1,20,0.0043
o21a_1,46,0.0085
nor3_1,82,0.010
o22ai_1,54,0.0083
or3_1,26,0.0040
buf_2,22,0.0027
mux2i_1,54,0.013
nand3_1,87,0.011
o21ai_1,18,0.0022
mux4_2,23,0.013
nor2b_1,27,0.0042
o2111ai_1,13,0.0028
and3_1,30,0.0046
[power groups by stage]
stage         clock network (mW)  logic, mW  registers (mW)
CTS                        0.655      0.392           0.672
finish                     0.643      0.396           0.676
global route               0.675      0.439           0.677
[cell families (layout without fill, tap and decap cells)]
kind of cell | Yosys count | in the layout | share of synthesized area
AOI/OAI and AO/OA | 1651 | 1651 | 0.256
and+or+nand+nor | 1631 | 1631 | 0.178
buffers and inverters | 562 | 629 | 0.0535
DFF | 555 | 555 | 0.306
adders and majority gates | 281 | 281 | 0.0996
muxes | 216 | 216 | 0.0659
xor gates and xnor gates | 184 | 184 | 0.0400
latches | 3 | 3 | 0.00111
[layout make-up]
cell class	instances	area, µm²	share of cell area
clock buffers	101	1980	0.0434
well taps	1060	1330	0.0292
clock inverters	20	334	0.00735
repair buffers	268	2500	0.0549
flip-flops and latches	558	12400	0.274
inverters	240	908	0.0200
multi-input cells	3963	26000	0.572
[flip-flops by register name, summed over array words and instances (netlist names), named ones only]
signal,count
d,32
g,4
a,32
passwd_hash,128
init_counter,24
i,7
f,32
h3,32
h0,32
w,64
c,32
P,3
P_next,3
h1,32
b,32
h2,32
[path summary, 6_finish.rpt]
kind | start | to | slack (ps) | cells after the start
hold / removal | passwd_hash[73]$_SDFFE_PN0P_ | passwd_hash[73]$_SDFFE_PN0P_ | 450 | 2
setup / recovery | reset_n | register | 28730 | 9
setup reg to reg | g[1]$_SDFFE_PN0P_ | b[28]$_DFFE_PP_ | 29720 | 32
hold reg to reg | passwd_hash[73]$_SDFFE_PN0P_ | passwd_hash[73]$_SDFFE_PN0P_ | 450 | 2
[worst register-to-register path, delay by kind of cell (launching register included)]
kind / cells / cell delay (ps)
AOI/OAI and AO/OA: 14 / 4030
xor gates and xnor gates: 1 / 120
adders and majority gates: 6 / 2590
muxes: 2 / 810
DFF: 1 / 430
buffers and inverters: 2 / 270
and+or+nand+nor: 7 / 1280
No activity file was given, so power comes from the tool's default toggle rates.
